File: design/flow/design.v
module alu
  #(
    parameter                                       NB_DATA                     = 8 ,    
    parameter                                       NB_OPERATION                = 6 ,     
    localparam ADD =        6'b100000,
    localparam SUB =        6'b100010,
    localparam AND =        6'b100100,
    localparam OR  =        6'b100101,
    localparam XOR =        6'b100110,
    localparam SRA =        6'b000011,
    localparam SRL =        6'b000010,
    localparam NOR =        6'b100111
    )
   (
    output reg [NB_DATA-1:0] o_result ,  
    input wire [NB_DATA-1:0] i_data_a,
    input wire [NB_DATA-1:0] i_data_b,
    input wire [NB_OPERATION-1:0] i_op
    ) ;
   integer                   i;
   always @(*)
     begin
        case(i_op)
          ADD:  
            o_result = i_data_a + i_data_b ;
          SUB:  
            o_result = i_data_a - i_data_b ;
          AND:  
            o_result = i_data_a & i_data_b ;
          OR:  
            o_result = i_data_a | i_data_b ;
          XOR:  
            o_result = i_data_a ^ i_data_b ;
          SRA: begin 
             o_result = 'b0;
             for(i = 0; i<2**NB_DATA; i=i+1) begin
                if(i_data_b == i)
                  o_result = $signed(i_data_a) >>> i;
             end
          end
          SRL: begin 
             o_result = 'b0;
             for(i = 0; i<2**NB_DATA; i=i+1) begin
                if(i_data_b == i)
                  o_result = i_data_a >> i;
             end
          end
          NOR:  
            o_result = ~ (i_data_a & i_data_b);
          default: o_result = {NB_DATA{1'b1}};
        endcase
     end
endmodule
module top
#(
    parameter NB_SW = 8,
    parameter NB_LED = 16,
    parameter NB_OPCODE = 6,
    parameter NB_OPERANDO = 8
)
(
    input   clk,                 
    input   [NB_SW -1 : 0] sw,   
    input   btnC,                
    input   btnR,                
    input   btnL,                
    input   btnU,                
    output  [NB_LED - 1 :0] led  
);
    reg [NB_OPERANDO - 1 : 0] operandoA;
    reg [NB_OPERANDO - 1 : 0] operandoB;
    reg [NB_OPCODE   - 1 : 0] OPCODE;
    reg reset = 0;
    alu alu0(
        .i_data_a(operandoA),
        .i_data_b(operandoB),
        .i_op(OPCODE),
        .o_result(led[NB_LED - 1 :8])
    );
    assign led[NB_SW - 1 : 0] = sw[NB_SW - 1 : 0];   
    always @(posedge clk)
    begin
        if(btnL)
        begin
            operandoA <= sw[NB_SW - 1 : 0];
        end
        if(btnR)
        begin
            operandoB <= sw[NB_SW - 1 : 0];
        end
        if(btnC)
        begin
            OPCODE <= sw[NB_OPCODE -1 : 0];
        end
        if(btnU)
        begin
            operandoA   <= 8'h00;
            operandoB   <= 8'h00;
            OPCODE      <= 8'h00;
        end
    end
endmodule
File: design/flow/run.sh
#!/bin/bash
# OpenROAD 26Q1-2900-gdf79404cd8, Yosys 0.63+post, stock flow scripts
make -C /OpenROAD-flow-scripts/flow DESIGN_CONFIG=/design/flow/config.mk WORK_HOME=/design/flow/orfs finish
File: design/flow/config.mk
export PLATFORM = sky130hd
export DESIGN_NAME = top
export DESIGN_NICKNAME = top
export VERILOG_FILES = /design/flow/design.v
export SDC_FILE = /design/flow/constraint.sdc
export NUM_CORES = 4
export LEC_CHECK = 1
export CORE_UTILIZATION = 50
File: design/flow/constraint.sdc
current_design top

set clk_period 6.1
set clk_io_pct 0.2

create_clock -name clk0 -period $clk_period [get_ports {clk}]

set non_clock_inputs [all_inputs -no_clocks]
set_input_delay [expr $clk_period * $clk_io_pct] -clock clk0 $non_clock_inputs
set_output_delay [expr $clk_period * $clk_io_pct] -clock clk0 [all_outputs]
==> Table 3: Implementation characteristics <==
Physical design parameters

Parameter                              Value

Synthesis
  Count of library flops with an enable pin .................. 0
  Most used flip-flop cell .................. dfxtp_1
  Most frequent cells after synthesis .................. nor2_1 (67), a21oi_1 (58), nand2_1 (54), o21ai_0 (45), mux2i_1 (38)
  Cell type with the highest aggregate area in the netlist .................. dfxtp_1
  Mean cell area of the mapped netlist .................. 6.73 sq um
  Share of synthesized area occupied by flip-flops and latches .................. 0.0907
  Chip Area, Yosys .................. 0.00486 sq mm
  Area contributors post-synth .................. dfxtp_1 (9.1%), mux2i_1 (7.8%), ha_1 (7.0%)
  Total cells reported by yosys after synthesis .................. 722
  Async set or reset register ratio after synthesis .................. 0
  Post-synthesis instance total .................. 722
  Yosys top cell area share .................. 0.0907
  Netlist area before placement .................. 0.00486 sq mm
  Post-synth regs .................. 22
  Number of warning messages in the yosys log .................. 2
  Cell Type Count .................. 78
  Most numerous cell in the Yosys netlist .................. nor2_1

Route
  Router iterations before antenna repair .................. 8
  Drt initial violations .................. 1171
  Per-cell via count in the routed design .................. 7.88
  Via count .................. 6699
  Wire per inst .................. 29.9 microns
  Number of nets with antenna violations after detailed routing .................. 0
  Remaining design rule violation count .................. 0
  Routed wire length .................. 25.4 mm

Final timing
  Summed negative setup slack over all endpoints .................. 0 ns
  Count of endpoints failing setup in the final report .................. 0
  Hold Slack .................. 0.568 ns
  Unrepaired setup endpoints after global routing .................. false
  Max-Slew Margin vs Limit .................. 0.136
  Post-layout minimum cycle time .................. 6.03 ns
  Portion of the clock cycle consumed by the worst path in the final layout .................. 0.989
  Maximum clock rate .................. 166 MHz
  Worst clock skew on the final layout .................. 0 ns
  Final hold vios .................. 0
  Worst slew pin tran .................. 1.29 ns
  Slew Viols, Final .................. 0

Setup path
  Required @ worst endpoint .................. 4.88 ns
  Highest net fanout along the worst path .................. 17
  Critical-path cell with the highest stage delay .................. a21oi_1
  Data arrival time of the critical path .................. 4.81 ns
  Crit path launch type .................. flip-flop
  Critical Setup Path Class .................. reg -> out
  Type of element capturing the critical path .................. output port
  Critical path cell sequence .................. inv_1 -> ha_1 -> buf_4 -> or2_2 -> a21oi_1 -> o22ai_1 -> nor3_1 -> nand4_1 -> o41ai_1 -> o311ai_1 -> clkdlybuf4s50_1
  Delay of the slowest cell on the worst path .................. 0.62 ns

Clocking
  Buffer type at the clock tree root .................. clkbuf_8
  Number of setup buffers added after CTS .................. 0
  Number of H-tree levels .................. 1
  Hold buffer count at CTS .................. 0
  Number of buffers created by CTS .................. 3
  Late-Pin Clk Latency .................. 0.26 ns
  Worst-case clock buffer depth .................. 2
  Clock tree from TritonCTS .................. yes
  Clock Pin Slew Worst Setup and Hold Paths .................. 0.08 ns
  Post-cts repair resize count .................. 0
  Num Clock Sinks .................. 22

Cells and area
  Fraction of layout instances using a drive strength above 1 .................. 0.0861
  Number of fill cells .................. 830
  Area growth from synthesis to layout .................. 9.76%
  Share of the core filled with cells in the final layout .................. 0.572
  Finished Layout Cells .................. 850
  Area used by multi-input combinational logic .................. 0.00401 sq mm
  Reg area .................. 440 sq um

Floorplan
  Io pins .................. 29
  Die ar. .................. 0.0101 sq mm
  Share of the core filled by cells before placement .................. 0.521
  Vertical die size .................. 101 microns
  DIE WIDTH .................. 101 microns
  Core area .................. 0.00933 sq mm
  # rows .................. 35

GRT
  Antenna violations before repair .................. 2
  Grt total ovfl .................. 0
  Largest net degree at the start of global routing .................. 32
  First-pass GRT wire length .................. 38.2 mm
  GRT Resource Usage Total .................. 0.525
  Number of global-route vias before repair .................. 6148

Flow run
  Max Cap Violations .................. 0
  OpenROAD warning count .................. 37

Placed design
  Number of placed instances, taps included .................. 846
  Post-DP HPWL .................. 18.3 mm
  Count of buffers from port buffering .................. 28
  Routability cong. .................. 1.31

Power and ir drop
  Highest ir drop seen on vdd .................. 0.184 mV
  Leakage .................. 1.96 nW
  Total power consumption of the routed design .................. 704 uW
  Pwr dens .................. 132 mW/mm^2

Hold path
  Worst min path class .................. reg -> reg

Run status
  Outcome .................. finished clean
-- state kept, by name, summed over array words and instances, names as in the netlist --
name	count
OPCODE	6
operandoA	8
operandoB	8
-- layer usage --
layer | global-route usage | part of all wire | wire (microns)
met4 | 0.375 | 0.11 | 2860
met1 | 0.627 | 0.33 | 8480
met2 | 0.732 | 0.39 | 9860
met5 | 0.00513 | 0.00067 | 17
met3 | 0.255 | 0.17 | 4200
-- placed cells by master (no fill, tap or decap), types with 11 or more instances in the layout --
master / count
nand3_1: 26
o21ai_0: 45
clkdlybuf4s50_1: 28
ha_1: 27
a22oi_1: 12
nor2_1: 67
a21oi_1: 58
nor3_1: 26
a31oi_1: 11
o22ai_1: 19
nor4_1: 14
nand2_1: 54
buf_4: 43
inv_1: 18
a211oi_1: 15
mux2i_1: 38
dfxtp_1: 22
xnor2_1: 12
-- worst max-delay path: cells and delay by family (launching register included) --
kind	cells	cell delay [ns]
compound gates	4	1.72
fa+ha+maj	1	0.45
buf+inv	3	0.89
flops	1	0.51
simple gates	3	0.95
-- final timing paths --
check | cells past startpoint | slack, ns | startpoint | endpoint
worst max-delay path | 11 | 0.07 | operandoB[0]$_SDFFE_PP0P_ | led[14]
worst min register to register | 2 | 0.57 | OPCODE[3]$_SDFFE_PP0P_ | OPCODE[3]$_SDFFE_PP0P_
worst max register to register | 3 | 4.82 | operandoB[2]$_SDFFE_PP0P_ | operandoB[2]$_SDFFE_PP0P_
worst min-delay path | 2 | 0.57 | OPCODE[3]$_SDFFE_PP0P_ | OPCODE[3]$_SDFFE_PP0P_
-- cell type report --
class / instances / area share
flip-flops and latches: 22 / 0.0826
clock buffers: 3 / 0.00774
diodes: 1 / 0.000469
inverters: 19 / 0.0134
well taps: 129 / 0.0303
multi-input cells: 605 / 0.752
repair buffers: 71 / 0.113
-- kinds of logic after synthesis --
| logic type | Yosys count | synth area share |
|---|---|---|
| buf+inv | 95 | 0.0845 |
| compound gates | 245 | 0.336 |
| fa+ha+maj | 28 | 0.0737 |
| simple gates | 280 | 0.311 |
| mux | 39 | 0.0806 |
| flops | 22 | 0.0907 |
| xor+xnor | 13 | 0.0234 |
-- through the flow --
| step | setup WS (ns) | cell area, sq um |
|---|---|---|
| 2_1_floorplan | 1.70 | 4860 |
| 3_3_place_gp | 0.526 | 5280 |
| 3_5_place_dp | 0.586 | 5280 |
| 4_1_cts | 0.289 | 5320 |
| 5_1_grt | 0.0511 | 5330 |
| 6_report | 0.0668 | 5330 |
-- power by group --
part | total, mW | switching [mW] | internal [mW]
logic | 0.440 | 0.280 | 0.161
clock network | 0.0899 | 0.0458 | 0.0441
registers | 0.174 | 0.0216 | 0.152
Power and IR drop assume default switching activity.
